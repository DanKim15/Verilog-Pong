==> flow/design.v <==
module BinaryToSevSeg(
	input i_clk,
	input [3:0] i_bin_num,
	output reg [6:0] o_sevseg);
	always @(posedge i_clk)
	begin
		case (i_bin_num)
		4'd0:
			o_sevseg <= ~(7'b0111111);
		4'd1:
			o_sevseg <= ~(7'b0000110);
		4'd2:
			o_sevseg <= ~(7'b1011011);
		4'd3:
			o_sevseg <= ~(7'b1001111);
		4'd4:
			o_sevseg <= ~(7'b1100110);
		4'd5:
			o_sevseg <= ~(7'b1101101);
		4'd6:
			o_sevseg <= ~(7'b1111101);
		4'd7:
			o_sevseg <= ~(7'b0000111);
		4'd8:
			o_sevseg <= ~(7'b1111111);
		4'd9:
			o_sevseg <= ~(7'b1101111);
		4'hA:
			o_sevseg <= ~(7'b1110111);
		4'hF:
			o_sevseg <= ~(7'b1110001);
		default:
			o_sevseg <= ~(7'b0000000);
		endcase
	end
endmodule
module Counter #(parameter COUNT_LIMIT = 100)(
	input i_clk,
	output reg [$clog2(COUNT_LIMIT + 1):0] o_counter,
	output reg o_done);
	always @(posedge i_clk)
	begin
		if (o_counter < COUNT_LIMIT)
		begin
			o_counter <= o_counter + 1;
			o_done <= 1'b0;
		end
		else
		begin
			o_counter <= 1'b0;
			o_done <= 1'b1;
		end
	end
endmodule
module DebounceFilter #(DEBOUNCE_LIMIT = 5000000)(
	input i_clk,
	input i_bouncy,
	output o_debounced);
	reg [$clog2(DEBOUNCE_LIMIT):0] r_count;
	reg r_state;
	always @(posedge i_clk)
	begin
		if (i_bouncy != r_state && r_count < DEBOUNCE_LIMIT - 1)
			r_count <= r_count + 1;
		else if (r_count == DEBOUNCE_LIMIT - 1)
		begin
			r_state <= i_bouncy;
			r_count <= 0;
		end
		else
			r_count <= 0;
	end
	assign o_debounced = r_state;
endmodule
module Lfsr(
	input i_clk,
	output reg [2:0] o_data);
	wire w_xnor;
	always @(posedge i_clk)
		o_data <= {o_data[1:0], w_xnor};
	assign w_xnor = o_data[2] ^~ o_data[1];
endmodule
module PongGame(
	input i_clk,
	input [1:0] i_sw,
	input i_pb,
	input i_pb2,
	output [6:0] o_sevseg_p1d1,
	output [6:0] o_sevseg_p1d2,
	output [6:0] o_sevseg_p2d1,
	output [6:0] o_sevseg_p2d2,
	output [3:0] o_red,
	output [3:0] o_green,
	output [3:0] o_blue,
	output o_hsync,
	output o_vsync);
	localparam GAME_LIMIT = 5;
	localparam DEBOUNCE_LIMIT = 5000000;
	wire [1:0] w_sw;
	wire w_pb, w_pb2;
	wire [3:0] w_score_p1d1;
	wire [3:0] w_score_p1d2;
	wire [3:0] w_score_p2d1;
	wire [3:0] w_score_p2d2;
	wire signed [10:0] w_ball_x;
	wire signed [10:0] w_ball_y;
	wire signed [10:0] w_paddle1_y;
	wire signed [10:0] w_paddle2_y;
	wire w_finish, w_frame_tick;
	DebounceFilter #(.DEBOUNCE_LIMIT(DEBOUNCE_LIMIT)) debounce_sw0(
		.i_clk(i_clk),
		.i_bouncy(i_sw[0]),
		.o_debounced(w_sw[0]));
	DebounceFilter #(.DEBOUNCE_LIMIT(DEBOUNCE_LIMIT)) debounce_sw1(
		.i_clk(i_clk),
		.i_bouncy(i_sw[1]),
		.o_debounced(w_sw[1]));
	DebounceFilter #(.DEBOUNCE_LIMIT(DEBOUNCE_LIMIT)) debounce_pb(
		.i_clk(i_clk),
		.i_bouncy(i_pb),
		.o_debounced(w_pb));
	DebounceFilter #(.DEBOUNCE_LIMIT(DEBOUNCE_LIMIT)) debounce_pb2(
		.i_clk(i_clk),
		.i_bouncy(i_pb2),
		.o_debounced(w_pb2));
	BinaryToSevSeg sevseg_p1d1_inst(
		.i_clk(i_clk),
		.i_bin_num(w_score_p1d1),
		.o_sevseg(o_sevseg_p1d1));
	BinaryToSevSeg sevseg_p1d2_inst(
		.i_clk(i_clk),
		.i_bin_num(w_score_p1d2),
		.o_sevseg(o_sevseg_p1d2));
	BinaryToSevSeg sevseg_p2d1_inst(
		.i_clk(i_clk),
		.i_bin_num(w_score_p2d1),
		.o_sevseg(o_sevseg_p2d1));
	BinaryToSevSeg sevseg_p2d2_inst(
		.i_clk(i_clk),
		.i_bin_num(w_score_p2d2),
		.o_sevseg(o_sevseg_p2d2));
	PongStateMachine #(.GAME_LIMIT(GAME_LIMIT)) statemachine_inst(
		.i_clk(i_clk),
		.i_sw(w_sw),
		.i_pb(w_pb),
		.i_frame_tick(w_frame_tick),
		.o_score_p1d1(w_score_p1d1),
		.o_score_p1d2(w_score_p1d2),
		.o_score_p2d1(w_score_p2d1),
		.o_score_p2d2(w_score_p2d2),
		.o_ball_x(w_ball_x),
		.o_ball_y(w_ball_y),
		.o_paddle1_y(w_paddle1_y),
		.o_paddle2_y(w_paddle2_y),
		.o_finish(w_finish));
	VGAController vgacontroller_inst(
		.i_clk(i_clk),
		.i_pb(w_pb2),
		.i_ball_x(w_ball_x),
		.i_ball_y(w_ball_y),
		.i_paddle1_y(w_paddle1_y),
		.i_paddle2_y(w_paddle2_y),
		.i_finish(w_finish),
		.o_red(o_red),
		.o_green(o_green),
		.o_blue(o_blue),
		.o_hsync(o_hsync),
		.o_vsync(o_vsync),
		.o_frame_tick(w_frame_tick));
endmodule	
module PongStateMachine #(GAME_LIMIT = 11)(
	input i_clk,
	input [1:0] i_sw,
	input i_pb,
	input i_frame_tick,
	output [3:0] o_score_p1d1,
	output [3:0] o_score_p1d2,
	output [3:0] o_score_p2d1,
	output [3:0] o_score_p2d2,
	output reg signed [10:0] o_ball_x,
	output reg signed [10:0] o_ball_y,
	output reg signed [10:0] o_paddle1_y,
	output reg signed [10:0] o_paddle2_y,
	output reg o_finish);
	localparam RESET = 3'd0;
	localparam SERVE = 3'd1;
	localparam PLAY = 3'd2;
	localparam INCR_SCORE = 3'd3;
	localparam FINISH = 3'd4;
	localparam SCREEN_WIDTH = 632;
	localparam SCREEN_HEIGHT = 480;
	localparam BALL_WIDTH = 8;
	localparam PADDLE_WIDTH = 8;
	localparam PADDLE_HEIGHT = 80;
	localparam PADDLE1_X = 16;
	localparam PADDLE2_X = 608;
	localparam PADDLE_VEL = 4;
	reg [2:0] r_state;
	reg [($clog2(GAME_LIMIT + 1)):0] r_p1score, r_p2score;
	reg r_pb, r_posedge_pb, r_frame_tick, r_posedge_ftick;
	reg signed [4:0] r_velx;
	reg signed [4:0] r_vely;
	wire [2:0] w_lfsr;
	reg r_scorer;
	reg [5:0] r_blink_counter;
	Lfsr lfsr_inst(
	.i_clk(i_clk),
	.o_data(w_lfsr));
	always @(posedge i_clk)
	begin
		if(r_posedge_pb && r_state != RESET)
			r_state <= RESET;
		else if (r_posedge_pb && r_state == RESET)
		begin
			r_state <= SERVE;
			r_velx <= w_lfsr[0] ? 3 : -3;
			case (w_lfsr[2:1])
			2'b00: r_vely <=  2;
			2'b01: r_vely <=  1;
			2'b10: r_vely <= -2;
			2'b11: r_vely <= -1;
			endcase
		end
		else
		begin
			case (r_state)
			RESET:
			begin
				o_finish <= 1'b0;
				r_p1score <= 0;
				r_p2score <= 0;
				if (r_posedge_ftick)
				begin
					o_ball_x <= (SCREEN_WIDTH - BALL_WIDTH) >> 1;
					o_ball_y <= (SCREEN_HEIGHT - BALL_WIDTH) >> 1;
					o_paddle1_y <= (SCREEN_HEIGHT - PADDLE_HEIGHT) >> 1;
					o_paddle2_y <= (SCREEN_HEIGHT - PADDLE_HEIGHT) >> 1;
				end
			end
			SERVE:
			begin
				if (r_posedge_ftick)
				begin
					o_ball_x <= (SCREEN_WIDTH - BALL_WIDTH) >> 1;
					o_ball_y <= (SCREEN_HEIGHT - BALL_WIDTH) >> 1;
					r_state <= PLAY;
				end
			end
			PLAY:
			begin
				if (o_ball_x + BALL_WIDTH <= 0)
				begin
					r_p2score <= r_p2score + 1;
					r_state <= INCR_SCORE;
				end
				else if (o_ball_x >= SCREEN_WIDTH)
				begin
					r_p1score <= r_p1score + 1;
					r_state <= INCR_SCORE;
				end
				else if ((o_ball_y <= 0 && r_vely < 0) || (o_ball_y + BALL_WIDTH >= SCREEN_HEIGHT && r_vely > 0))
					r_vely <= -r_vely;
				else if (r_velx < 0 && o_ball_x < PADDLE1_X + PADDLE_WIDTH && o_ball_x + BALL_WIDTH >= PADDLE1_X && o_ball_y + BALL_WIDTH > o_paddle1_y && o_ball_y < o_paddle1_y + PADDLE_HEIGHT)
				begin
					if (o_ball_y  + BALL_WIDTH - o_paddle1_y > 2 && o_paddle1_y + PADDLE_HEIGHT - o_ball_y > 2)
					begin
						r_vely <= (o_ball_y - o_paddle1_y - ((PADDLE_HEIGHT - BALL_WIDTH) / 2)) / 5;
						r_velx <= -r_velx;
					end
				end
				else if (r_velx > 0 && o_ball_x < PADDLE2_X + PADDLE_WIDTH && o_ball_x + BALL_WIDTH >= PADDLE2_X && o_ball_y + BALL_WIDTH > o_paddle2_y && o_ball_y < o_paddle2_y + PADDLE_HEIGHT)
				begin
					if (o_ball_y  + BALL_WIDTH - o_paddle2_y > 2 && o_paddle2_y + PADDLE_HEIGHT - o_ball_y > 2)
					begin
						r_vely <= (o_ball_y - o_paddle2_y - ((PADDLE_HEIGHT - BALL_WIDTH) / 2)) / 5;
						r_velx <= -r_velx;
					end
				end
				if (r_posedge_ftick)
				begin
					o_ball_x <= o_ball_x + r_velx;
					o_ball_y <= o_ball_y + r_vely;
					if (!i_sw[1])
					begin
						if (o_paddle1_y + PADDLE_HEIGHT < SCREEN_HEIGHT)
							o_paddle1_y <= o_paddle1_y + PADDLE_VEL;
						else
							o_paddle1_y <= SCREEN_HEIGHT - PADDLE_HEIGHT;
					end
					if (i_sw[1])
					begin
						if (o_paddle1_y > 0 && o_paddle1_y - PADDLE_VEL >= 0)
							o_paddle1_y <= o_paddle1_y - PADDLE_VEL;
						else
							o_paddle1_y <= 0;
					end
					if (!i_sw[0])
					begin
						if (o_paddle2_y + PADDLE_HEIGHT < SCREEN_HEIGHT)
							o_paddle2_y <= o_paddle2_y + PADDLE_VEL;
						else
							o_paddle2_y <= SCREEN_HEIGHT - PADDLE_HEIGHT;
					end
					if (i_sw[0])
					begin
						if (o_paddle2_y > 0 && o_paddle2_y - PADDLE_VEL >= 0)
							o_paddle2_y <= o_paddle2_y - PADDLE_VEL;
						else
							o_paddle2_y <= 0;
					end
				end
			end
			INCR_SCORE:
			begin
				if (r_p1score == GAME_LIMIT || r_p2score == GAME_LIMIT)
					r_state <= FINISH;
				else
				begin
					if (r_posedge_ftick)
					begin
						r_blink_counter <= r_blink_counter + 1;
						if (r_blink_counter >= 60)
						begin
							r_state <= SERVE;
							r_blink_counter <= 0;
						end
					end
				end
			end
			FINISH:
			begin
				if (r_posedge_ftick)
				begin
					r_blink_counter <= r_blink_counter + 1;
					if (r_blink_counter >= 30)
					begin
						o_finish <= ~o_finish;
						r_blink_counter <= 0;
					end
				end
			end
			endcase
		end
	end
	always @(posedge i_clk)
	begin
		r_pb <= i_pb;
		if (!r_pb && i_pb)
			r_posedge_pb <= 1'b1;
		else
			r_posedge_pb <= 1'b0;
		r_frame_tick <= i_frame_tick;
		if (!r_frame_tick && i_frame_tick)
			r_posedge_ftick <= 1'b1;
		else
			r_posedge_ftick <= 1'b0;
	end	
	assign o_score_p1d1 = r_p1score / 10;
	assign o_score_p1d2 = r_p1score % 10;
	assign o_score_p2d1 = r_p2score / 10;
	assign o_score_p2d2 = r_p2score % 10;
endmodule
	module VGAController(
	input i_clk,
	input i_pb,
	input signed [10:0] i_ball_x,
	input signed [10:0] i_ball_y,
	input signed [10:0] i_paddle1_y,
	input signed [10:0] i_paddle2_y,
	input i_finish,
	output [3:0] o_red,
	output [3:0] o_green,
	output [3:0] o_blue,
	output o_hsync,
	output o_vsync,
	output o_frame_tick);
	localparam HCOUNT_LIMIT = 799;
	localparam VCOUNT_LIMIT = 524;
	localparam ADDRESSABLE_X_MIN = 144;
	localparam ADDRESSABLE_X_MAX = 784;
	localparam ADDRESSABLE_Y_MIN = 35;
	localparam ADDRESSABLE_Y_MAX = 515;
	localparam BALL_WIDTH = 8;
	localparam PADDLE_WIDTH = 8;
	localparam PADDLE_HEIGHT = 80;
	localparam PADDLE1_X = 16;
	localparam PADDLE2_X = 608;
	localparam DEFAULT = 0;
	localparam GREEN = 1;
	localparam PINK = 2;
	localparam RED = 3;
	localparam BLUE = 4;
	reg r_25clk;
	reg r_pb;
	wire w_vcount_incr;
	reg [3:0] r_primary_red, r_primary_green, r_primary_blue, r_secondary_red, r_secondary_green, r_secondary_blue;
	reg [2:0] r_colour_state;
	wire [$clog2(HCOUNT_LIMIT + 1):0] w_hcounter;
	wire [$clog2(VCOUNT_LIMIT + 1):0] w_vcounter;
	wire w_addressable_h;
	wire w_addressable_v;
	wire w_show_ball;
	wire W_draw_paddle1;
	wire w_draw_paddle2;
	wire w_draw_pixel;
	Counter #(.COUNT_LIMIT(HCOUNT_LIMIT)) hcounter_inst(
		.i_clk(r_25clk),
		.o_counter(w_hcounter),
		.o_done(w_vcount_incr));
	Counter #(.COUNT_LIMIT(VCOUNT_LIMIT)) vcounter_inst(
		.i_clk(w_vcount_incr),
		.o_counter(w_vcounter),
		.o_done(o_frame_tick));	
	always @(posedge i_clk)
	begin
		r_25clk <= ~r_25clk;
		r_pb <= i_pb;
		if (!r_pb && i_pb)
			r_colour_state <= (r_colour_state + 1) % 5;
		case (r_colour_state)
		DEFAULT:
		begin
			r_primary_red <= 4'hF;
			r_primary_green <= 4'hF;
			r_primary_blue <= 4'hF;
		end
		GREEN:
		begin
			r_primary_red <= 4'h3;
			r_primary_green <= 4'hF;
			r_primary_blue <= 4'h1;
		end
		PINK:
		begin
			r_primary_red <= 4'hF;
			r_primary_green <= 4'h0;
			r_primary_blue <= 4'hF;
			r_secondary_red <= 4'h0;
			r_secondary_green <= 4'h0;
			r_secondary_blue <= 4'h0;
		end
		RED:
		begin
			r_primary_red <= 4'hF;
			r_primary_green <= 4'h0;
			r_primary_blue <= 4'h0;
			r_secondary_red <= 4'h0;
			r_secondary_green <= 4'h0;
			r_secondary_blue <= 4'h0;
		end
		BLUE:
		begin
			r_primary_red <= 4'h0;
			r_primary_green <= 4'h0;
			r_primary_blue <= 4'hF;
		end
		endcase
	end
	assign w_addressable_h = w_hcounter < ADDRESSABLE_X_MAX && w_hcounter >= ADDRESSABLE_X_MIN;
	assign w_addressable_v = w_vcounter < ADDRESSABLE_Y_MAX && w_vcounter >= ADDRESSABLE_Y_MIN;
	assign w_draw_ball = i_ball_x + ADDRESSABLE_X_MIN <= w_hcounter && (i_ball_x + ADDRESSABLE_X_MIN + BALL_WIDTH) > w_hcounter && i_ball_y + ADDRESSABLE_Y_MIN <= w_vcounter && (i_ball_y + ADDRESSABLE_Y_MIN + BALL_WIDTH) > w_vcounter && !i_finish;
	assign w_draw_paddle1 = PADDLE1_X + ADDRESSABLE_X_MIN <= w_hcounter && (PADDLE1_X + ADDRESSABLE_X_MIN + PADDLE_WIDTH) > w_hcounter && i_paddle1_y + ADDRESSABLE_Y_MIN <= w_vcounter && (i_paddle1_y + ADDRESSABLE_Y_MIN + PADDLE_HEIGHT) > w_vcounter && !i_finish;
	assign w_draw_paddle2 = PADDLE2_X + ADDRESSABLE_X_MIN <= w_hcounter && (PADDLE2_X + ADDRESSABLE_X_MIN + PADDLE_WIDTH) > w_hcounter && i_paddle2_y + ADDRESSABLE_Y_MIN <= w_vcounter && (i_paddle2_y + ADDRESSABLE_Y_MIN + PADDLE_HEIGHT) > w_vcounter && !i_finish;
	assign w_draw_pixel = w_addressable_h && w_addressable_v && (w_draw_ball || w_draw_paddle1 || w_draw_paddle2);
	assign o_hsync = (w_hcounter < 96) ? 1'b0 : 1'b1;
	assign o_vsync = (w_vcounter < 2) ? 1'b0 : 1'b1;
	assign o_red = (w_draw_pixel) ? r_primary_red : 4'h0;
	assign o_green = (w_draw_pixel) ? r_primary_green : 4'h0;
	assign o_blue = (w_draw_pixel) ? r_primary_blue : 4'h0;
endmodule
==> flow/run.sh <==
#!/bin/bash
# OpenROAD 26Q1-2900-gdf79404cd8, Yosys 0.63+post, stock flow scripts
make -C /OpenROAD-flow-scripts/flow DESIGN_CONFIG=/design/flow/config.mk WORK_HOME=/design/flow/orfs finish
==> flow/config.mk <==
export PLATFORM = sky130hd
export DESIGN_NAME = PongGame
export DESIGN_NICKNAME = PongGame
export VERILOG_FILES = /design/flow/design.v
export SDC_FILE = /design/flow/constraint.sdc
export NUM_CORES = 4
export LEC_CHECK = 1
export CORE_UTILIZATION = 40
==> flow/constraint.sdc <==
current_design PongGame

set clk_period 22.9
set clk_io_pct 0.2

create_clock -name clk0 -period $clk_period [get_ports {i_clk}]

set non_clock_inputs [all_inputs -no_clocks]
set_input_delay [expr $clk_period * $clk_io_pct] -clock clk0 $non_clock_inputs
set_output_delay [expr $clk_period * $clk_io_pct] -clock clk0 [all_outputs]
==> reports/qor.yml <==
timing:
  min_period_ps: 15830
  unclocked_pins: 24
  finalCritPeriodShare_pct: 69.1
  rsz0062_at_grt: "false"
  setup_viol: 0
  fmax_mhz: 63.2
  max_slew_margin_pct: 29.6
  untimed_endpoints: 25
  hold_violations: 0
  worst_pin_slew_ps: 1050
  fin_setup_tns_ps: 0
  skew_ps: 25.6
  finalMaxSlewViolations: 0
  fin_hold_ws_ps: 364
min_path:
  worstHoldStart: "statemachine_inst.lfsr_inst.o_data[0]$_DFF_P_"
  hold_path_end: "statemachine_inst.lfsr_inst.o_data[1]$_DFF_P_"
  holdPathStages: 0
  hold_path.class: "register to register"
pwr:
  ir_drop_mv: 0.0459
  p_per_area_mw_per_mm2: 31.3
  leakagePower_nw: 9.64
cts:
  post_cts_buffers: 0
  post_cts_resized: 0
  cts_made_buffers: 24
  cts_buffer_depth: 3
  htree_levels: 1
  clk_latency_ps: 540
  cts_tree: "done"
  cts_root_buf: "clkbuf_16"
  postCtsHoldBufs: 0
  clk_pin_slew_ps: 60
logic_synthesis:
  ys_seq_share_pct: 23.5
  async_flop_share_pct: 0
  enable_flop_cells: 80
  ys_types: 123
  synth.area.top_cells: "ha_1 (13%), dfxtp_1 (13%), edfxtp_1 (11%)"
  yosys_warnings: 9
  synth_top_cell_by_count: "nor2_1"
  avgSynthCellArea_um2: 8.14
  yosys.area.top_type_share_pct: 13.3
  yosys_cells: 2809
  numSynthFlops: 228
  synth.largest_area_cell: "ha_1"
  flop_cell: "dfxtp_1"
  ys_chip_area_mm2: 0.0229
  netlist_area_mm2: 0.0229
  ys_top_cells_by_count: "nor2_1 (352), ha_1 (242), nand2_1 (200)"
  netlist_instances: 2809
global_routing:
  grt_pass1_vias: 18600
  grtUsageMet3_pct: 2.73
  gr-usage-met1_pct: 29.2
  antenna_found_initial: 1
  grt_usage_pct: 20.4
  grt_first_pass_wirelength_um: 94300
  overflow: 0
  busiest_layer: "met2"
  grtUsageMet2_pct: 33.0
  grt_max_degree: 30
placed_design:
  numPortBuffers: 40
  dp_hpwl_um: 44600
  place.gp.congestion: 0.982
drt:
  wire_per_inst_um: 15.9
  routed_via_density: 5.55
  num_vias: 19900
  first_iter_violations: 1123
  antenna_left: 0
  drc: 0
  drt-total-wl_um: 57200
  drt-pass1-iter-count: 5
worst_setup_path:
  worstPathArrival_ps: 16200
  worst_path_max_delay_cell: "a21oi_1"
  ff2ff_path_depth: 68
  r2r-end: "statemachine_inst.r_vely[4]$_DFFE_PP_"
  cp_slowest_stage_delay_ps: 640
  r2r_slack_ps: 7070
  crit_type: "register to register"
  r2r-start: "statemachine_inst.o_paddle1_y[2]$_SDFFCE_PP0P_"
  end_kind: "register"
  start_kind: "register"
  cp_data_required_time_ps: 23270
  path_max_fanout: 17
die:
  die_w_um: 241
  die_area_mm2: 0.0581
  core_area_mm2: 0.0564
  die_height_um: 241
  fp_util_pct: 40.5
  placementRows: 87
  ios: 47
layout:
  area_delta_synth_final_pct: 8.48
  drive_gt1_share_pct: 5.04
job:
  warnings: 85
  drv_cap: 0
status:
  status: "finished, final reports clean"
-- cells by family after synthesis --
family / count (synthesis) / synth area share (%)
adders and majority gates: 277 / 16.2
DFF: 228 / 23.5
muxes: 28 / 1.34
AOI/OAI and AO/OA: 639 / 19.3
other: 2 / 0.0329
and+or+nand+nor: 1076 / 23.2
buffers and inverters: 267 / 5.00
xor gates and xnor gates: 292 / 11.4
-- report_power, final --
group | internal [W] | switching (W)
combinational | 0.00000190 | 0.00000361
sequential | 0.000376 | 0.000000738
clock | 0.000237 | 0.000156
-- per-layer routing --
layer  part of all wire, %  vias to the layer above
met5                     0                        -
met4                   2.9                        0
met3                   4.7                       87
met2                    46                      416
met1                    46                     9334
li1                      -                    10100
-- worst max-delay path by stage --
stage	startpoint	end	slack, ps	cells past startpoint
6_report	statemachine_inst.o_paddle1_y[2]$_SDFFCE_PP0P_	statemachine_inst.r_vely[4]$_DFFE_PP_	7070	68
5_1_grt	statemachine_inst.o_paddle1_y[2]$_SDFFCE_PP0P_	statemachine_inst.r_vely[4]$_DFFE_PP_	5420	68
4_1_cts	statemachine_inst.o_paddle1_y[2]$_SDFFCE_PP0P_	statemachine_inst.r_vely[4]$_DFFE_PP_	7220	68
-- state kept, by name (all words and copies together), names as in the netlist, 2 cells and up --
register                                    count
debounce_pb.r_count                            24
debounce_pb2.r_count                           24
debounce_sw0.r_count                           24
debounce_sw1.r_count                           24
sevseg_p1d2_inst.o_sevseg                       7
sevseg_p2d2_inst.o_sevseg                       7
statemachine_inst.lfsr_inst.o_data              3
statemachine_inst.o_ball_x                     11
statemachine_inst.o_ball_y                     11
statemachine_inst.o_paddle1_y                  11
statemachine_inst.o_paddle2_y                  11
statemachine_inst.r_blink_counter               6
statemachine_inst.r_p1score                     4
statemachine_inst.r_p2score                     4
statemachine_inst.r_state                       3
statemachine_inst.r_velx                        4
statemachine_inst.r_vely                        5
vgacontroller_inst.hcounter_inst.o_counter     11
vgacontroller_inst.r_colour_state               3
vgacontroller_inst.r_primary_blue               2
vgacontroller_inst.r_primary_red                2
vgacontroller_inst.vcounter_inst.o_counter     11
-- cell usage in the layout (no fill, tap or decap), types with 77 or more instances in the layout --
cell type and n:
ha_1 242, edfxtp_1 80, xnor2_1 196, xor2_1 90, nor2_1 352, nand2_1 200, nor3_1 77, dfxtp_1 148
o21ai_0 121, inv_1 168, a21oi_1 166, nand3_1 107
-- critical path, delay by kind of cell, from the launching register on --
family	cells	cell delay, ps
buffers and inverters	1	150
AND-OR/OR-AND	36	7810
adder cells (fa/ha/maj)	6	1990
XOR/XNOR	5	1180
multiplexers	4	850
AND/OR/NAND/NOR	16	3180
flip-flops	1	490
-- per-stage QoR --
step                utilization [%]  area (um2)  std cells  worst slack, ps  total power [W]
floorplan                         -       22900       2819             8220         0.000388
global placement               42.5       24000       3549             7760         0.000389
detailed placement             42.5       24000       3549             7320         0.000390
CTS                            44.0       24800       3593             7220         0.000789
global route                   44.0       24800       3593             5420         0.000802
finish                         44.0       24800       3594             7070         0.000775
-- final cells by class --
| type | count | area (um2) |
|---|---|---|
| fillers | 5441 | 31600 |
| multi-input cells | 2324 | 16400 |
| flip-flops and latches | 228 | 5370 |
| well taps | 756 | 946 |
| clock buffers | 37 | 752 |
| inverters | 173 | 649 |
| repair buffers | 68 | 611 |
| clock inverters | 7 | 67.6 |
| diodes | 1 | 2.50 |
Power is estimated from default activity; no workload was simulated.
